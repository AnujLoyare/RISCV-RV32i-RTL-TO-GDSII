==> flow/design.v <==
`timescale 1ns / 1ps
module pipeline_funct3_tracker (
    input         clk, reset,
    input  [31:0] InstrF,
    output [2:0]  funct3M
);
reg [2:0] funct3D, funct3E, funct3M_reg;
always @(posedge clk or posedge reset) begin
    if (reset)
        funct3D <= 0;
    else
        funct3D <= InstrF[14:12];
end
always @(posedge clk or posedge reset) begin
    if (reset)
        funct3E <= 0;
    else
        funct3E <= funct3D;
end
always @(posedge clk or posedge reset) begin
    if (reset)
        funct3M_reg <= 0;
    else
        funct3M_reg <= funct3E;
end
assign funct3M = funct3M_reg;
endmodule
==> flow/run.sh <==
#!/bin/bash
# OpenROAD 26Q1-2900-gdf79404cd8, Yosys 0.63+post, stock flow scripts
make -C /OpenROAD-flow-scripts/flow DESIGN_CONFIG=/design/flow/config.mk WORK_HOME=/design/flow/orfs finish
==> flow/config.mk <==
export PLATFORM = sky130hd
export DESIGN_NAME = pipeline_funct3_tracker
export DESIGN_NICKNAME = pipeline_funct3_tracker
export VERILOG_FILES = /design/flow/design.v
export SDC_FILE = /design/flow/constraint.sdc
export NUM_CORES = 4
export LEC_CHECK = 1
export CORE_AREA = 10 10 70 70
export DIE_AREA = 0 0 80 80
==> flow/constraint.sdc <==
current_design pipeline_funct3_tracker

set clk_period 1.0
set clk_io_pct 0.2

create_clock -name clk0 -period $clk_period [get_ports {clk}]

set non_clock_inputs [all_inputs -no_clocks]
set_input_delay [expr $clk_period * $clk_io_pct] -clock clk0 $non_clock_inputs
set_output_delay [expr $clk_period * $clk_io_pct] -clock clk0 [all_outputs]
==> changes_impl.md <==
## Flow update

* TritonCTS sink count at 9
* Total grt overflow at 0
* Post-DR wirelength/cell at roughly 6 µm
* Core footprint at between 3000 and 4000 µm²
* Worst setup SP type: flip-flop
* Layout fillers at ~400
* Peak supply drop at 443 µV
* Final ANT Viol Nets at 0
* Ant diodes at 0
* WS Path Type: flip-flop to output port
* Residual DRC at 0
* Synthesized cell area at ~230 µm²
* Total number of vias at roughly 110
* Most common logic cells in the final layout: 9 x dfrtp_1, 4 x clkdlybuf4s50_1, 3 x clkbuf_4
* Final TNS setup at 0 ps
* Synth unique cells at 2
* Iteration-0 DRC Markers at 0
* Chip area line of the yosys report at ~230 µm²
* Relative slew slack at a little under 80%
* Switching share of power at around 18%
* PD cells at between 1500 and 2000 nW/µm²
* Ys Warns at 1
* Combinational Power Share at 4.1%
* Count of pins over their slew limit at 0
* Worst Setup SP: funct3M_reg[2]$_DFF_PP0_
* DR vias/cell at about 1.6
* Max-cap viol count at 0
* H-Tree Depth at 1
* Die Area at about 6400 µm²
* Layout overhead on the synthesized area at 60.7%
* Latency at later pin at ~250 ps
* Gr usage total at 1.45%
* Comb_multi_in at 0
* Final cell count without fillers at 67
* I/O Buffers at 7
* Sequential power share at between 50% and 60%
* Final GP Congestion at around 0.67
* Reg2Reg Depth at 0
* CP max stage cell: dfrtp_1
* Clock-pin slew on the worst setup and hold paths at about 50 ps
* Largest net degree at the start of global routing at 10
* Io pins at 37
* Crit path DAT at around 720 ps
* First-pass GRT wire length at around 650 µm
* TritonCTS clock tree: yes
* Clock Skew at between 1 and 1.5 ps
* Crit path max-delay family: flip-flops
* Status: completed
* Rows at 21
* Reg area at approximately 230 µm²
* Crit-path cells: buf_2
* FF-to-FF End: funct3E[2]$_DFF_PP0_
* CTS root buf: clkbuf_4
* Worst Tran Pin Value at between 300 and 400 ps
* Drt pass-1 iters at 1
* CP max stage delay at between 300 and 400 ps
* Maximum clock insertion buffer count at 2
* Placed cell count at ~63
* Setup crit end kind: output port
* Final wirelength at 394 µm
* Internal power at ~0.55 mW
* Pre-Place Util at 6.70%
* Synth flops at 9
* Syn avg cell area at between 20 and 25 µm²
* Comb area at 0 µm²
* Die width at about 80 µm
* Initial antenna violation count at 0
* Final Setup Violations at 0
* Num CTS Buffers at 3
* Worst hold slack at roughly 220 ps
* Sequential area share after synthesis at a little over nine tenths
* Fin. Hold Viols at 0
* CP required at approximately 800 ps
* Layout cells sized above 1 at 28.6%
* Worst-path maximum fanout at 1
* Cell count listed in synth_stat.txt at 10
* OpenROAD warnings at 54
* Fin crit share at just over 90%
* Vias in the first global route at 138
* FF-to-FF setup slack at 520 ps
* Leakage at about 0.15 nW
* Commonest Layout Cell: dfrtp_1
* Psw at around 0.12 mW
* Die height at ~80 µm
* Synth Instances at 10
* Clock share of power at a little under two fifths
* Min-delay worst type: primary input to asynchronous set/reset pin
* Hold buffers post-CTS at 0
* Fin crit period at 920 ps
* RSZ-0062 raised after global routing: false
* Crit path depth at 1
* Reg-to-Reg Start: funct3D[2]$_DFF_PP0_
* WP buf/inv at 1
* F_max at about 1100 MHz
==> power by group through the flow <==
stage	Combinational (mW)	Clock (mW)	Sequential, mW
5_1_grt	0.0310	0.301	0.388
6_report	0.0278	0.256	0.387
4_1_cts	0.0296	0.273	0.387
==> cells by family after synthesis <==
logic type,synth area share [%]
DFF,98.4
buffers and inverters,1.64
==> synth_stat cells, drive strengths merged <==
library cell / n / area [µm²]
dfrtp: 9 / 225
inv: 1 / 3.75
==> repair_timing <==
action,CTS,global route
setup endpoints to repair,3,1
gates cloned,0,0
gates resized,8,1
buffers inserted,0,0
==> worst max path at each step <==
| stage | to | slack [ps] |
|---|---|---|
| 6_report | funct3M[2] | 80 |
| 5_1_grt | funct3M[2] | 30 |
| 4_1_cts | funct3M[1] | 4 |
==> metrics by stage <==
step,power (mW),utilization [%],worst slack (ps),area (µm²)
6_report,0.671,10.8,79.8,368
2_1_floorplan,0.396,-,488,229
4_1_cts,0.690,10.9,4.36,373
3_3_place_gp,0.426,10.4,24.8,357
3_5_place_dp,0.428,10.4,14.4,357
5_1_grt,0.720,10.8,29.8,368
==> area by class of cell <==
cell class            instances  area share (%)
Tap cell                     46            15.6
Timing Repair Buffer          7            15.0
Sequential cell               9            61.2
Inverter                      1            1.02
Clock buffer                  4            7.14
==> metal layers <==
layer | part of all wire, % | vias up | routed length (µm) | global-route usage [%]
met3 | 26 | 2 | 103 | 2.50
met2 | 22 | 10 | 85 | 1.12
met5 | 0 | - | 0 | 0
li1 | - | 51 | - | -
met4 | 1.0 | 0 | 4 | 0.352
met1 | 51 | 46 | 201 | 1.63
Power is estimated from default activity; no workload was simulated.
