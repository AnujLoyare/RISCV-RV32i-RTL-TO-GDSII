==> flow/config.mk <==
export PLATFORM = sky130hd
export DESIGN_NAME = data_mem
export DESIGN_NICKNAME = data_mem
export VERILOG_FILES = /design/flow/design.v
export SDC_FILE = /design/flow/constraint.sdc
export NUM_CORES = 4
export LEC_CHECK = 1
export CORE_UTILIZATION = 30
==> flow/constraint.sdc <==
current_design data_mem

set clk_period 55.2
set clk_io_pct 0.2

create_clock -name clk0 -period $clk_period [get_ports {clk}]

set non_clock_inputs [all_inputs -no_clocks]
set_input_delay [expr $clk_period * $clk_io_pct] -clock clk0 $non_clock_inputs
set_output_delay [expr $clk_period * $clk_io_pct] -clock clk0 [all_outputs]
==> flow/design.v <==
`timescale 1ns / 1ps
module data_mem #(parameter DATA_WIDTH = 32, ADDR_WIDTH = 32, MEM_SIZE = 64) (
    input       clk, wr_en,
	 input [2:0] funct3,
    input       [ADDR_WIDTH-1:0] wr_addr, wr_data,
    output    reg  [DATA_WIDTH-1:0] rd_data_mem
);
reg [DATA_WIDTH-1:0] data_ram [0:MEM_SIZE-1];
wire [ADDR_WIDTH-1:0] word_addr = wr_addr[ADDR_WIDTH-1:2] % 64;
always @(posedge clk) begin
	 if (wr_en) begin
        case (funct3[1:0])
            2'b00: begin  
                case (wr_addr[1:0])
                    2'b00: data_ram[word_addr] <= (data_ram[word_addr] & 32'hFFFFFF00) | (wr_data[7:0] << 0);   
                    2'b01: data_ram[word_addr] <= (data_ram[word_addr] & 32'hFFFF00FF) | (wr_data[7:0] << 8);   
                    2'b10: data_ram[word_addr] <= (data_ram[word_addr] & 32'hFF00FFFF) | (wr_data[7:0] << 16);  
                    2'b11: data_ram[word_addr] <= (data_ram[word_addr] & 32'h00FFFFFF) | (wr_data[7:0] << 24);  
                endcase
            end
            2'b01: begin  
                case (wr_addr[1])
                    1'b0: data_ram[word_addr] <= (data_ram[word_addr] & 32'hFFFF0000) | (wr_data[15:0] << 0);    
                    1'b1: data_ram[word_addr] <= (data_ram[word_addr] & 32'h0000FFFF) | (wr_data[15:0] << 16);   
                endcase
            end
            default: data_ram[word_addr] <= wr_data;   
        endcase
    end
end
always @(*) begin
    rd_data_mem = data_ram[word_addr]; 
    case (funct3[1:0])
        2'b00: begin   
            case (wr_addr[1:0])
                2'b00: rd_data_mem = {{24{~funct3[2] & data_ram[word_addr][7]}}, data_ram[word_addr][7:0]};   
                2'b01: rd_data_mem = {{24{~funct3[2] & data_ram[word_addr][15]}}, data_ram[word_addr][15:8]};  
                2'b10: rd_data_mem = {{24{~funct3[2] & data_ram[word_addr][23]}}, data_ram[word_addr][23:16]};  
                2'b11: rd_data_mem = {{24{~funct3[2] & data_ram[word_addr][31]}}, data_ram[word_addr][31:24]};  
            endcase
        end
        2'b01: begin   
            case (wr_addr[1])
                1'b0: rd_data_mem = {{16{~funct3[2] & data_ram[word_addr][15]}}, data_ram[word_addr][15:0]};    
                1'b1: rd_data_mem = {{16{~funct3[2] & data_ram[word_addr][31]}}, data_ram[word_addr][31:16]};   
            endcase
        end
        default: rd_data_mem = data_ram[word_addr];  
    endcase
end
endmodule
==> flow/run.sh <==
#!/bin/bash
# OpenROAD 26Q1-2900-gdf79404cd8, Yosys 0.63+post, stock flow scripts
make -C /OpenROAD-flow-scripts/flow DESIGN_CONFIG=/design/flow/config.mk WORK_HOME=/design/flow/orfs finish
==> impl_metrics.toml <==
# implementation run metrics
[synth]
top_area_cell = "edfxtp_1"
synth_chip_area_mm2 = 0.0799
area_leaders = "edfxtp_1, mux2i_1, a221oi_1"
syn_area_mm2 = 0.0799
synth_cell_type_count = 83
synthArstFlopShare_pct = 0
synth-main-ff-cell = "edfxtp_1"
ys.flops = 2048
syn_inst = 4458
adder_share_pct = 0
synth_seq_share_pct = 76.9
synthXorXnorAreaFrac_pct = 0
ys_cells = 4458
simple_gate_share_pct = 3.13
top_area_share_pct = 76.9
edf_count = 2048
yosys_warnings = 1
top_logic_kind = "AND-OR/OR-AND gates"
aoi_share_pct = 10.0
ys_sh_mux_pct = 7.70
avgSynthCellArea_um2 = 17.9

[die]
initial_utilization_pct = 30.2
die_x_um = 518
core_area_mm2 = 0.265
fp-row-count = 189
num_io_pins = 101
die_y_um = 518
dieArea_mm2 = 0.269

[grt]
grt-ovfl-total = 0
antenna_found_initial = 11
grt_max_degree = 90
grt_pass1_wl_mm = 375
gr-usage-all-layers_pct = 21.4
grt_pass1_vias = 47376

[power_and_ir_drop]
power_density_mw_per_mm2 = 36.3
p_total_mw = 3.37
vdd_drop_max_uv = 27.1
total_leakage_power_nw = 29.0

[routing]
wirelength_mm = 271
vias = 45771
dr.pass1.iters = 47
wl_per_cell_um = 32.3
route.detailed.drc = 6
drt_iter0_markers = 3316
postRouteAntennaNets = 0
vias_per_cell = 5.45

[timing]
relSlewSlack_pct = 18.6
maxSlewViolCount = 0
hold_violations = 0
worstMarginPinSlew_ns = 1.22
period_minus_slack_ns = 28.18
finalSetupViolCount = 0
rsz0062_at_grt = "no"
fin_tns_setup_ns = 0
fmax_ghz = 0.0355
clock-skew-final_ns = 0.0670
min_period_over_period_pct = 51.0

[cells_and_area]
final_util_pct = 35.0
largest_reg_flops = 2048
mostFrequentLayoutCell = "edfxtp_1"
top_regs = "data_ram (2048)"
regMostFlops = "data_ram"
area_delta_synth_final_pct = 16.0
num-fill-cells = 24332
drive_gt1_share_pct = 18.9
mostFrequentLayoutCells = "edfxtp_1, buf_4, mux2i_1"

[worst_setup_path]
crit_fanout = 39
slowest_stage = "a221oi_1"
critPathMaxStageDelay_ns = 0.97
end_kind = "output pin"
required_ns = 44.16
path_common_cell = "buf_4"
startpoint_type = "input port"
critPathKind = "in2out"
path_cells = "buf_8 > buf_4 > buf_4 > buf_4 > buf_4 > mux2_1 > a22oi_1 > nor2_1 > a221oi_1 > o211ai_1 > or4_1 > o21ai_0 > nand3_1 > clkdlybuf4s50_1"
arrival_ns = 17.14

[clocking]
clock_path_buffers = 3
worstSkewPairLatency_ns = 0.88
cts_repair_resize_count = 0
htreeDepth = 4
ctsRootBufferMaster = "clkbuf_16"
clk_pin_slew_ns = 0.06
cts-buffers-inserted = 201
cts_setup_buffers = 0
cts_sinks = 2048
postCtsHoldBufs = 0
cts_tree = "done"

[placed_design]
gp_congestion = 1.04
hpwl_mm = 160
numPortBuffers = 76

[status]
violations = "DRC"
status = "complete, but fails checks"

[run]
drv_cap = 0
tool_warnings = 50

[min_path]
hold_class = "reg2reg"
==> worst paths after layout <==
check / from / slack (ns) / depth (start not counted) / to
worst max-delay path: wr_addr[4] / 27.02 / 14 / rd_data_mem[1]
worst min-delay path: data_ram[24][5] / 1.55 / 5 / data_ram[27][5]
worst max register to register: data_ram[47][22] / 50.85 / 9 / data_ram[10][22]
worst min register to register: data_ram[24][5] / 1.55 / 5 / data_ram[27][5]
==> kinds of logic (layout without fill, tap and decap cells) <==
family	after synthesis	in the layout
AOI/OAI and AO/OA	1085	1085
DFF	2048	2048
muxes	489	489
and+or+nand+nor	510	510
buffers and inverters	326	728
other	0	4
==> Yosys cell counts, types with 84 or more instances <==
master and count:
a21oi_1 122, mux2_2 151, nor2_1 192, clkbuf_1 99
o22ai_1 96, mux2i_1 243, buf_2 112, mux4_2 84
o21ai_0 137, a22oi_1 196, a221oi_1 222, nand2_1 147
edfxtp_1 2048
==> report_power, final <==
group / internal, mW / total [mW] / switching, mW
Sequential: 1.76 / 1.76 / 0.00136
Clock: 0.724 / 1.31 / 0.583
Combinational: 0.0727 / 0.298 / 0.225
Total: 2.56 / 3.37 / 0.810
==> critical path, delay by kind of cell <==
kind | cells | cell delay [ns]
compound gates | 4 | 1.75
simple gates | 3 | 0.92
buf+inv | 6 | 2.92
mux | 1 | 0.38
==> metrics by stage <==
stage | hold WS [ns] | setup slack (ns) | area, um2 | instances
after floorplan | 1.35 | 30.86 | 79900 | 4458
after global placement | 1.57 | 27.28 | 86500 | 8030
after detailed placement | 1.59 | 27.28 | 86500 | 8030
after CTS | 1.60 | 27.28 | 92700 | 8393
after global routing | 1.67 | 26.91 | 92700 | 8393
final | 1.55 | 27.02 | 92700 | 8397
==> per-layer routing <==
| layer | routed length, um | track usage (%) |
|---|---|---|
| met5 | 1250 | 3.08 |
| met4 | 15400 | 9.29 |
| met3 | 53700 | 19.3 |
| met2 | 120000 | 30.6 |
| met1 | 81000 | 21.2 |
==> final cells by class <==
| class | instances | area [um2] | area share (%) |
|---|---|---|---|
| Antenna cell | 4 | 10.0 | 0.0108 |
| Clock buffer | 256 | 5280 | 5.69 |
| Clock inverter | 107 | 951 | 1.03 |
| Inverter | 12 | 53.8 | 0.0580 |
| Multi-Input combinational cell | 2084 | 17600 | 18.9 |
| Sequential cell | 2048 | 61500 | 66.3 |
| Tap cell | 3533 | 4420 | 4.77 |
| Timing Repair Buffer | 353 | 2960 | 3.19 |
